### run.sh
#!/bin/bash
# OpenROAD 26Q1-2900-gdf79404cd8, Yosys 0.63+post, stock flow scripts
make -C /OpenROAD-flow-scripts/flow DESIGN_CONFIG=/design/flow/config.mk WORK_HOME=/design/flow/orfs finish
### design.v
module seven_segment
(
	input [3:0] in,
	output reg [6:0] led
);
	always @ (in)
	begin
		case (in)
			0: led = 7'b1000000;
			1: led = 7'b1111001;
			2: led = 7'b0100100;
			3: led = 7'b0110000;
			4: led = 7'b0011001;
			5: led = 7'b0010010;
			6: led = 7'b0000010;
			7: led = 7'b1111000;
			8: led = 7'b0000000;
			9: led = 7'b0011000;
			10: led = 7'b0001000;
			11: led = 7'b0000011;
			12: led = 7'b1000110;
			13: led = 7'b0100001;
			14: led = 7'b0000110;
			15: led = 7'b0001110;
		endcase
	end
endmodule  
### config.mk
export PLATFORM = sky130hd
export DESIGN_NAME = seven_segment
export DESIGN_NICKNAME = seven_segment
export VERILOG_FILES = /design/flow/design.v
export SDC_FILE = /design/flow/constraint.sdc
export NUM_CORES = 4
export LEC_CHECK = 1
export CORE_AREA = 10 10 70 70
export DIE_AREA = 0 0 80 80
### constraint.sdc
current_design seven_segment

set clk_period 1.3
set clk_io_pct 0.2

create_clock -name clk0 -period $clk_period

set non_clock_inputs [all_inputs -no_clocks]
set_input_delay [expr $clk_period * $clk_io_pct] -clock clk0 $non_clock_inputs
set_output_delay [expr $clk_period * $clk_io_pct] -clock clk0 [all_outputs]
==> ci_impl_report.md <==
### Metrics collected by this job

| Metric | Value |
|---|---|
| Failing checks | `setup timing` |
| Tot GR Track Use | `3.05%` |
| Worst-Margin Slew | `0.130 ns` |
| PnR Total Power | `198 µW` |
| Port Buf Inserts | `11` |
| RSZ-0062 raised after global routing | `true` |
| Distinct cells, synth | `19` |
| Cells after Synth | `34` |
| Die Size | `6400 µm²` |
| GP Congestion | `about 0.7` |
| Gr ovfl total | `0` |
| Max cap viols | `0` |
| Avg Inst Size Synth | `7.51 µm²` |
| Achievable clock frequency | `~680 MHz` |
| Die Ht | `roughly 80 µm` |
| Hold Vio Cnt, Final | `0` |
| Worst ir drop on vdd | `0.0000457 V` |
| Switch share | `39.0%` |
| Post-CTS Hold Buffers | `0` |
| Routed Antenna Nets | `0` |
| Worst-path fanout max | `4` |
| Avg WL per Cell | `9.36 µm` |
| Worst Setup Start Kind | `input pin` |
| Crit-path leading delay family | `buffers and inverters` |
| Finished Core Util | `19.5%` |
| Sequential Power Share | `0%` |
| DRC Markers | `0` |
| Core Region | `3420 µm²` |
| Worst hold path type | `input pin to output port` |
| Netlist Area Pre-Place | `about 260 µm²` |
| CP Buf/Inv Count | `3` |
| Slew margin rel. | `91.1%` |
| Status | `complete, but fails checks` |
| Global-route wire length before repair | `1680 µm` |
| Power Internal | `between 100 and 150 µW` |
| Initial DRC count | `18` |
| Synth-to-layout area growth | `160%` |
| Pleak | `0.000301 µW` |
| Initial antenna violation count | `0` |
| Sequential element share of the synthesized area | `0%` |
| Power per cell area | `298 nW/µm²` |
| Req. time, crit path | `1.04 ns` |
| Via count | `approximately 330` |
| Post-route worst setup slack | `-0.160 ns` |
| Peak per-stage delay on the critical path | `around 0.26 ns` |
| Fin crit period | `1.46 ns` |
| Final setup viols | `6` |
| OpenROAD warning count | `39` |
| Worst Setup End Kind | `output port` |
| Vias in the first global route | `between 300 and 400` |
| Switch Pwr | `77.2 µW` |
| Setup Crit Path Kind | `input pin to output port` |
| Post-Route WL | `about 990 µm` |
| Routed vias/inst | `3.12` |
| Inserted Diodes | `0` |
| Num sequential | `0` |
| Post-DP HPWL | `about 690 µm` |
| Fin. max-slew vios | `0` |
| Tcrit/Tclk final | `112%` |
| Die width | `80 µm` |
| Combinational share of power | `roughly 100%` |
| Layout cells sized above 1 | `71.7%` |
| Top cells excl fill/tap | `buf_6 (8), buf_4 (8), buf_2 (6)` |
| Yosys cell count | `34` |
| Initial Util | `7.47%` |
| FP Rows | `21` |
| Sequential cell area | `0 µm²` |
| Syn. warnings | `1` |
| Slowest CP cell | `mux2_4` |
| Yosys stat area | `255 µm²` |
| Clock buffer count | `0` |
| Crit-path cells | `buf_12, buf_6, ha_4, mux2_4, a22o_1, buf_2` |
| Ports | `11` |
| Clock power share | `0%` |
| Largest net degree at the start of global routing | `7` |
| Drt pass-1 iters | `2` |
| Data arrival, critical path | `roughly 1.2 ns` |
[cells by family (layout without fill, tap and decap cells)]
family	after synthesis	after routing	share of synthesized area, %
AND/OR/NAND/NOR	10	10	21.1
AND-OR/OR-AND	9	9	23.0
adder cells (fa/ha/maj)	6	6	29.4
buffers and inverters	5	31	10.3
multiplexers	4	4	16.2
[final cells by class]
cell class                 count  area [µm²]
multi-input combinational     29         328
timing repair buffer          28         253
tap                           46        57.6
inverter                       3        26.3
fill                         379        2750
[synth_stat cells]
cell type	instances	share of area, %
nand2_1	1	1.5
clkbuf_1	1	1.5
nor2_1	3	4.4
or3b_1	1	3.4
nand2b_1	2	4.9
a21oi_1	1	2.0
a32o_1	1	3.9
mux2_2	1	4.4
nor2b_1	1	2.5
nor2_2	1	2.5
o21ai_1	1	2.0
o21ai_0	3	5.9
buf_6	1	4.4
mux2i_1	3	12
a22o_1	2	6.9
ha_1	6	29
o22ai_1	1	2.5
nand3_1	1	2.0
inv_1	3	4.4
[routing by layer]
layer,track usage [%],wire (µm),vias to the layer above
met2,5.62,518,3
met3,0.227,25,0
met5,0,0,-
li1,-,-,174
met4,0,0,0
met1,3.96,447,154
[power by group through the flow]
| stage | Sequential [µW] | Clock, µW | Combinational, µW |
|---|---|---|---|
| after CTS | 0 | 0 | 176 |
| after global routing | 0 | 0 | 216 |
| final | 0 | 0 | 198 |
[final timing paths]
| path | from | endpoint | depth (start not counted) |
|---|---|---|---|
| max | in[0] | led[6] | 6 |
| min | in[1] | led[1] | 4 |
[repair_timing]
action,4_1_cts,5_1_grt
setup buffers,6,2
endpoints found under the setup margin,7,7
gates cloned,1,0
pin swaps,7,7
gates resized,66,12
[worst min-delay path, delay by kind of cell]
kind | cells | cell delay, ns
buffers and inverters | 3 | 0.29
AND-OR/OR-AND | 1 | 0.15
[metrics by stage]
| step | setup WS (ns) | instances | TNS [ns] | hold WS (ns) | cell area (µm²) |
|---|---|---|---|---|---|
| finish | -0.160 | 106 | -0.611 | 0.956 | 664 |
| CTS | -0.176 | 104 | -0.668 | 0.969 | 607 |
| detailed placement | -1.01 | 97 | -6.31 | 1.57 | 468 |
| global route | -0.195 | 106 | -0.876 | 0.988 | 664 |
| floorplan | 0.0465 | 34 | 0 | 0.620 | 255 |
| global placement | -1.01 | 97 | -6.32 | 1.57 | 468 |
No activity file was given, so power comes from the tool's default toggle rates.
